[./run.sh]
#!/bin/bash
# OpenROAD 26Q1-2900-gdf79404cd8, Yosys 0.63+post, stock flow scripts
make -C /OpenROAD-flow-scripts/flow DESIGN_CONFIG=/design/flow/config.mk WORK_HOME=/design/flow/orfs finish
[./config.mk]
export PLATFORM = sky130hd
export DESIGN_NAME = spi_master_apb_if
export DESIGN_NICKNAME = spi_master_apb_if
export VERILOG_FILES = /design/flow/design.v
export SDC_FILE = /design/flow/constraint.sdc
export NUM_CORES = 4
export LEC_CHECK = 1
export CORE_UTILIZATION = 40
[./constraint.sdc]
current_design spi_master_apb_if

set clk_period 6.3
set clk_io_pct 0.2

create_clock -name clk0 -period $clk_period [get_ports {HCLK}]

set non_clock_inputs [all_inputs -no_clocks]
set_input_delay [expr $clk_period * $clk_io_pct] -clock clk0 $non_clock_inputs
set_output_delay [expr $clk_period * $clk_io_pct] -clock clk0 [all_outputs]
[./design.v]
`resetall
`timescale 1ns / 1ps
module spi_master_apb_if
#(
    parameter BUFFER_DEPTH   = 10,
    parameter APB_ADDR_WIDTH = 12,   
    parameter LOG_BUFFER_DEPTH = ((BUFFER_DEPTH) < ( 1 ) ? 0 : (BUFFER_DEPTH) < ( 2 ) ? 1 : (BUFFER_DEPTH) < ( 4 ) ? 2 : (BUFFER_DEPTH) < ( 8 ) ? 3 : (BUFFER_DEPTH) < ( 16 )  ? 4 : (BUFFER_DEPTH) < ( 32 )  ? 5 : (BUFFER_DEPTH) < ( 64 )  ? 6 : (BUFFER_DEPTH) < ( 128 ) ? 7 : (BUFFER_DEPTH) < ( 256 ) ? 8 : (BUFFER_DEPTH) < ( 512 ) ? 9 : (BUFFER_DEPTH) < ( 1024 ) ? 10 : (BUFFER_DEPTH) < ( 2048 ) ? 11 : (BUFFER_DEPTH) < ( 4096 ) ? 12 : (BUFFER_DEPTH) < ( 8192 ) ? 13 : (BUFFER_DEPTH) < ( 16384 ) ? 14 : (BUFFER_DEPTH) < ( 32768 ) ? 15 : (BUFFER_DEPTH) < ( 65536 ) ? 16 : (BUFFER_DEPTH) < ( 131072 ) ? 17 : (BUFFER_DEPTH) < ( 262144 ) ? 18 : (BUFFER_DEPTH) < ( 524288 ) ? 19 : (BUFFER_DEPTH) < ( 1048576 ) ? 20 : (BUFFER_DEPTH) < ( 1048576 * 2 ) ? 21 : (BUFFER_DEPTH) < ( 1048576 * 4 ) ? 22 : (BUFFER_DEPTH) < ( 1048576 * 8 ) ? 23 : (BUFFER_DEPTH) < ( 1048576 * 16 ) ? 24 : 25)
)
(
    input  logic                      HCLK,
    input  logic                      HRESETn,
    input  logic [APB_ADDR_WIDTH-1:0] PADDR,
    input  logic               [31:0] PWDATA,
    input  logic                      PWRITE,
    input  logic                      PSEL,
    input  logic                      PENABLE,
    output logic               [31:0] PRDATA,
    output logic                      PREADY,
    output logic                      PSLVERR,
    output logic                [7:0] spi_clk_div,
    output logic                      spi_clk_div_valid,
    input  logic               [31:0] spi_status,
    output logic               [31:0] spi_addr,
    output logic                [5:0] spi_addr_len,
    output logic               [31:0] spi_cmd,
    output logic                [5:0] spi_cmd_len,
    output logic                [3:0] spi_csreg,
    output logic               [15:0] spi_data_len,
    output logic               [15:0] spi_dummy_rd,
    output logic               [15:0] spi_dummy_wr,
    output logic [LOG_BUFFER_DEPTH:0] spi_int_th_tx,
    output logic [LOG_BUFFER_DEPTH:0] spi_int_th_rx,
    output logic [LOG_BUFFER_DEPTH:0] spi_int_cnt_tx,
    output logic [LOG_BUFFER_DEPTH:0] spi_int_cnt_rx,
    output logic                      spi_int_en,
    output logic                      spi_int_cnt_en,
    output logic                      spi_int_rd_sta,
    output logic                      spi_swrst,
    output logic                      spi_rd,
    output logic                      spi_wr,
    output logic                      spi_qrd,
    output logic                      spi_qwr,
    output logic               [31:0] spi_data_tx,
    output logic                      spi_data_tx_valid,
    input  logic                      spi_data_tx_ready,
    input  logic               [31:0] spi_data_rx,
    input  logic                      spi_data_rx_valid,
    output logic                      spi_data_rx_ready
);
    logic [3:0] write_address;
    logic [3:0] read_address;
    assign write_address = PADDR[5:2];
    assign read_address  = PADDR[5:2];
    assign PSLVERR = 1'b0;
    assign PREADY  = 1'b1;
    assign spi_int_rd_sta = PSEL & PENABLE & ~PWRITE & (read_address  == 4'b1010);
    always @( posedge HCLK or negedge HRESETn )
    begin
        if ( HRESETn == 1'b0 )
        begin
            spi_swrst         <= 1'b0;
            spi_rd            <= 1'b0;
            spi_wr            <= 1'b0;
            spi_qrd           <= 1'b0;
            spi_qwr           <= 1'b0;
            spi_clk_div_valid <= 1'b0; 
            spi_clk_div       <=  '0;
            spi_cmd           <=  '0;
            spi_addr          <=  '0;
            spi_cmd_len       <=  '0;
            spi_addr_len      <=  '0;
            spi_data_len      <=  '0;
            spi_dummy_rd      <=  '0;
            spi_dummy_wr      <=  '0;
            spi_csreg         <=  '0;
            spi_int_th_tx     <=  '0;
            spi_int_th_rx     <=  '0;
            spi_int_cnt_tx    <=  '0;
            spi_int_cnt_rx    <=  '0;
            spi_int_cnt_en    <= 1'b0; 
            spi_int_en        <= 1'b0; 
        end
        else  if (PSEL && PENABLE && PWRITE)
              begin
                  spi_swrst         <= 1'b0;
                  spi_rd            <= 1'b0;
                  spi_wr            <= 1'b0;
                  spi_qrd           <= 1'b0;
                  spi_qwr           <= 1'b0;
                  spi_clk_div_valid <= 1'b0;
                  case(write_address)
                  4'b0000:
                  begin
                      spi_rd    <= PWDATA[0];
                      spi_wr    <= PWDATA[1];
                      spi_qrd   <= PWDATA[2];
                      spi_qwr   <= PWDATA[3];
                      spi_swrst <= PWDATA[4];
                      spi_csreg <= PWDATA[11:8];
                  end
                  4'b0001:
                  begin
                      spi_clk_div       <= PWDATA[7:0];
                      spi_clk_div_valid <= 1'b1;
                  end
                  4'b0010:
                      spi_cmd <= PWDATA;
                  4'b0011:
                      spi_addr <= PWDATA;
                  4'b0100:
                  begin
                      spi_cmd_len        <= PWDATA[5:0];
                      spi_addr_len       <= PWDATA[13:8];
                      spi_data_len[7:0]  <= PWDATA[23:16];
                      spi_data_len[15:8] <= PWDATA[31:24];
                  end
                  4'b0101:
                  begin
                      spi_dummy_rd[7:0]  <= PWDATA[7:0];
                      spi_dummy_rd[15:8] <= PWDATA[15:8];
                      spi_dummy_wr[7:0]  <= PWDATA[23:16];
                      spi_dummy_wr[15:8] <= PWDATA[31:24];
                  end
                  4'b1001:
                  begin
                      spi_int_th_tx  <= PWDATA[     LOG_BUFFER_DEPTH: 0];
                      spi_int_th_rx  <= PWDATA[ 8 + LOG_BUFFER_DEPTH: 8];
                      spi_int_cnt_tx <= PWDATA[16 + LOG_BUFFER_DEPTH:16];
                      spi_int_cnt_rx <= PWDATA[24 + LOG_BUFFER_DEPTH:24];
                      spi_int_cnt_en <= PWDATA[30];
                      spi_int_en     <= PWDATA[31];
                  end
                  endcase
              end
              else
              begin
                  spi_swrst         <= 1'b0;
                  spi_rd            <= 1'b0;
                  spi_wr            <= 1'b0;
                  spi_qrd           <= 1'b0;
                  spi_qwr           <= 1'b0;
                  spi_clk_div_valid <= 1'b0;
              end
    end  
  always_comb
    begin
      case(read_address)
        4'b0000:
            PRDATA = spi_status;
        4'b0001:
            PRDATA = {24'h00_0000,spi_clk_div};
        4'b0010:
            PRDATA = spi_cmd;
        4'b0011:
            PRDATA = spi_addr;
        4'b0100:
            PRDATA = {spi_data_len,2'b00,spi_addr_len,2'b00,spi_cmd_len};
        4'b0101:
            PRDATA = {spi_dummy_wr,spi_dummy_rd};
        4'b1000:
            PRDATA = spi_data_rx;
        4'b1001:
        begin
            PRDATA                           = '0;
            PRDATA[     LOG_BUFFER_DEPTH: 0] = spi_int_th_tx;
            PRDATA[ 8 + LOG_BUFFER_DEPTH: 8] = spi_int_th_rx;
            PRDATA[16 + LOG_BUFFER_DEPTH:16] = spi_int_cnt_tx;
            PRDATA[24 + LOG_BUFFER_DEPTH:24] = spi_int_cnt_rx;
            PRDATA[30]                       = spi_int_cnt_en;
            PRDATA[31]                       = spi_int_en;
        end
        default:
            PRDATA = '0;
      endcase
    end  
    assign spi_data_tx       = PWDATA;
    assign spi_data_tx_valid = PSEL & PENABLE &  PWRITE & (write_address == 4'b0110);
    assign spi_data_rx_ready = PSEL & PENABLE & ~PWRITE & (read_address  == 4'b1000);
endmodule
`resetall
==> impl_summary.log <==
[report] extracting results
[metrics] ordered cell list for the critical path: buf_2 > nor2b_2 > buf_4 > a22oi_1 > o221ai_1 > clkdlybuf4s50_1
[metrics] arrival time at the worst endpoint: 3680 ps
[metrics] largest area contributor in the netlist: sky130_fd_sc_hd__dfrtp_1
[metrics] Post-Route WL: 29200 µm
[metrics] complex-gate fraction of the synthesized area: 10.4%
[metrics] most frequent cell after synthesis: sky130_fd_sc_hd__dfrtp_1
[metrics] number of global-route vias before repair: 7009
[metrics] final RePlAce weighted congestion: 0.892
[metrics] Routed wire per std cell: 23.8 µm
[metrics] chip height: 147 µm
[metrics] Setup Total Neg Slack: 0 ps
[metrics] reported net switching power: 0.741 mW
[metrics] antenna violations before repair: 2
[metrics] maximum fanout count along the critical path: 36
[metrics] via count: 6808
[metrics] share of layout cells above drive strength 1: 23.8%
[metrics] Largest logic family: multiplexers
[metrics] buffers inserted during post-CTS setup optimization: 0
[metrics] die width: 147 µm
[metrics] flops & latches, synth: 164
[metrics] number of search-and-repair iterations in the first detailed-routing pass: 4
[metrics] leakage power figure: 5.34 nW
[metrics] half-perimeter wire length of the detailed placement result: 20200 µm
[metrics] kind of cell adding the most delay to the critical path: buffers and inverters
[metrics] clock sinks: 164
[metrics] combined buffer and inverter count along the critical path: 3
[metrics] Fin Hold WS: 512 ps
[metrics] Congestion Overflow GR: 0
[metrics] floorplan core area: 20400 µm²
[metrics] count of instances resized after the clock tree is built: 0
[metrics] clock tree from TritonCTS: built
[metrics] Final Instance Count excl. Fillers: 1229
[metrics] Critical Path Source Type: primary input
[metrics] synthesized instance count: 658
[metrics] path type of the worst min-delay path: register to register
[metrics] Post-synth ARST share: 100%
[metrics] DRT antenna net count: 0
[metrics] most used flip-flop cell after synthesis: sky130_fd_sc_hd__dfrtp_1
[metrics] cell row count: 52
[metrics] cell types occupying the most area after synthesis: sky130_fd_sc_hd__dfrtp_1 (49%), sky130_fd_sc_hd__mux2_2 (18%), sky130_fd_sc_hd__mux2_4 (3.9%)
[metrics] clock slew at the register clock pins of the worst setup and hold paths: 60 ps
[metrics] count of buffers from port buffering: 335
[metrics] clock network latency to the later pin of the worst-skew pair: 420 ps
[metrics] Pins Over Slew Limit: 0
[metrics] filler cell count: 1598
[metrics] Top-Level Pins: 348
[metrics] measured slew at the worst slew-check pin: 930 ps
[metrics] xor/xnor share of the synthesized area: 0%
[metrics] top post-synthesis cells by count: sky130_fd_sc_hd__dfrtp_1 (164), sky130_fd_sc_hd__mux2_2 (136), sky130_fd_sc_hd__a22oi_1 (40)
[metrics] cts-stage hold buffer count: 0
[metrics] final critical-path setup slack: 1360 ps
[metrics] clock tree buffer depth: 2
[metrics] warning total across the stage logs: 36
[metrics] Placed Instances: 1196
[metrics] synthesized-area fraction occupied by and/or/nand/nor cells: 7.63%
[metrics] number of synthesized flops with an enable pin: 0
[metrics] area delta synth->final: 48.0%
[metrics] CTS root buffer: sky130_fd_sc_hd__clkbuf_16
[metrics] number of endpoints failing setup at the final stage: 0
[metrics] sequential area share after synthesis: 49.1%
[metrics] Yosys warnings: 1
[metrics] fraction of synthesized cell area taken by the top area cell type: 49.1%
[metrics] yosys cell count: 658
[metrics] overall chip area: 21500 µm²
[metrics] worst relative slew slack: 37.6%
[metrics] YS chip area: 8360 µm²
[metrics] status: complete, no violations
[metrics] part of the cycle the worst path needs: 78.5%
[metrics] maxcap violations: 0
[metrics] maximum clock frequency: 0.202 GHz
[metrics] Critical Path RT: 5040 ps
[metrics] share of the core filled with cells in the final layout: 60.8%
[metrics] Total Routing Usage GR: 28.3%
[metrics] Worst Path Class, Setup: primary input to output port
[metrics] highest-delay cell along the critical path: sky130_fd_sc_hd__nor2b_2
[metrics] count of final hold-check violations: 0
[metrics] worst-case clock skew: 0 ps
[metrics] sort of element at the end of the critical path: output port
[metrics] starting DRC count in detailed routing: 342
[metrics] pin count of the biggest net entering global routing: 83
[metrics] minimum period implied by the final worst setup slack: 4940 ps
[metrics] # DRC: 0
[metrics] average vias per placed instance: 5.54
[metrics] VDD IR max: 194 µV
[metrics] post-synthesis share of cell area spent on full adders, half adders and majority gates: 0%
[metrics] number of clock buffers inserted by TritonCTS: 17
[metrics] Post-Syn Area per Cell: 12.7 µm²
[metrics] relative contribution of combinational cells to total power: 21.1%
[metrics] total internal power: 2.41 mW
[metrics] distinct cell type count after synthesis: 47
[metrics] share of total power in the clock network: 37.7%
[metrics] Max H-tree Level: 4
[metrics] post-placement worst setup slack: 1360 ps
[metrics] Initial Util: 41.1%
[metrics] area of the mapped netlist: 8360 µm²
[metrics] first-pass GRT wire length: 44000 µm
[metrics] Pwr per Cell Area: 255 nW/µm²
[metrics] Critical Path Max Stage Delay: 710 ps
[metrics] Synth mux share: 26.1%
[metrics] power share of the sequential group: 41.2%
[metrics] Sw Ratio: 23.5%
[metrics] RSZ-0062 raised after global routing: no
metal layers:
metal / wire (µm) / global-route usage, % / part of all wire [%]
met1: 12000 / 39.2 / 41
met2: 13800 / 44.8 / 47
met3: 3030 / 10.6 / 10
met4: 445 / 3.80 / 1.5
met5: 0 / 0 / 0
kinds of logic after synthesis:
group | count (synthesis)
compound gates | 112
simple gates | 100
buf+inv | 90
other cells | 2
flops | 164
mux | 190
path summary, 6_finish.rpt:
| check | start | end | slack (ps) | cells after the start |
|---|---|---|---|---|
| worst min register to register | spi_csreg[0] | spi_csreg[0] | 510 | 1 |
| worst min-delay path | spi_csreg[0] | spi_csreg[0] | 510 | 1 |
| worst max register to register | spi_addr[28] | spi_addr[28] | 5470 | 1 |
| max in group asynchronous | HRESETn | spi_addr[16] | 4050 | 3 |
| min in group asynchronous | HRESETn | spi_qrd | 850 | 1 |
| worst max-delay path | PADDR[4] | PRDATA[12] | 1360 | 6 |
state kept, by name, indices dropped and copies added, names as in the netlist, 6 cells and up:
| name | flops |
|---|---|
| spi_data_len | 16 |
| spi_cmd_len | 6 |
| spi_addr | 32 |
| spi_dummy_rd | 16 |
| spi_dummy_wr | 16 |
| spi_cmd | 32 |
| spi_clk_div | 8 |
| spi_addr_len | 6 |
power groups by stage:
stage | Clock [mW] | Combinational [mW] | Sequential, mW
4_1_cts | 1.20 | 0.674 | 1.30
5_1_grt | 1.26 | 0.716 | 1.32
6_report | 1.19 | 0.665 | 1.30
cell type report:
type | instances | area (µm²) | share of cell area (%)
Antenna cell | 2 | 5.00 | 0.0404
Tap cell | 270 | 338 | 2.73
Timing Repair Buffer | 357 | 3500 | 28.3
Multi-Input combinational cell | 404 | 3760 | 30.4
Sequential cell | 164 | 4100 | 33.2
Clock inverter | 11 | 223 | 1.80
Inverter | 1 | 3.75 | 0.0303
Clock buffer | 20 | 447 | 3.61
cells in the final DEF (no fill, tap or decap), drive strengths merged, types with 7 or more instances in the layout:
cell type	Yosys	layout
nand2	15	15
a21oi	12	12
mux2	162	162
clkdlybuf4s50	0	330
nor3	10	10
a2bb2oi	19	19
o211ai	7	7
a22oi	40	40
buf	67	27
clkbuf	22	20
dfrtp	164	164
nand3b	27	27
mux2i	28	28
o221ai	17	17
through the flow:
stage	instance area, µm²	power [mW]
5_1_grt	12400	3.29
2_1_floorplan	8360	1.49
3_5_place_dp	11700	1.98
4_1_cts	12400	3.18
6_report	12400	3.15
3_3_place_gp	11700	1.98
Power figures rest on the tool's default switching activity, not on a simulated workload.
